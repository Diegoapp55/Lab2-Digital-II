[/design/flow/run.sh]
#!/bin/bash
# OpenROAD 26Q1-2900-gdf79404cd8, Yosys 0.63+post, stock flow scripts
make -C /OpenROAD-flow-scripts/flow DESIGN_CONFIG=/design/flow/config.mk WORK_HOME=/design/flow/orfs finish
[/design/flow/config.mk]
export PLATFORM = sky130hd
export DESIGN_NAME = multiplicador
export DESIGN_NICKNAME = multiplicador
export VERILOG_FILES = /design/flow/design.v
export SDC_FILE = /design/flow/constraint.sdc
export NUM_CORES = 4
export LEC_CHECK = 1
export CORE_AREA = 10 10 96 96
export DIE_AREA = 0 0 106 106
[/design/flow/constraint.sdc]
current_design multiplicador

set clk_period 5.0
set clk_io_pct 0.2

create_clock -name clk0 -period $clk_period [get_ports {clk}]

set non_clock_inputs [all_inputs -no_clocks]
set_input_delay [expr $clk_period * $clk_io_pct] -clock clk0 $non_clock_inputs
set_output_delay [expr $clk_period * $clk_io_pct] -clock clk0 [all_outputs]
[/design/flow/design.v]
`timescale 1ns / 1ps
module multiplicador( input [2:0] MR,  
							 input [2:0] MD,  
							 input init,  
							 input clk,  
							 output reg [5:0] pp,  
							 output reg done  
    );
reg sh;  
reg rst;  
reg add;  
reg [5:0] A;  
reg [2:0] B;  
wire z;  
reg [2:0] status =0;  
assign z=(B==0)?1:0;  
always @(posedge clk) begin
	if (rst) begin
		A = {3'b000,MD};  
		B = MR;  
	end
	else	begin
		if (sh) begin
			A= A << 1;  
			B = B >> 1;  
		end
	end
end
always @(posedge clk) begin
	if (rst) begin
		pp =0;  
	end
	else	begin
		if (add) begin
		pp =pp+A;  
		end
	end
end
parameter START =0,  CHECK =1, ADD =2, SHIFT =3, END1 =4;
always @(posedge clk) begin
	case (status)
	START: begin  
		sh=0;  
		add=0;
		if (init) begin
			status=CHECK;  
			done =0;
			rst=1;  
		end
		end
	CHECK: begin
		done=0;  
		rst=0;
		sh=0;
		add=0;
		if (B[0]==1)  
			status=ADD;
		else
			status=SHIFT;
		end
	ADD: begin
		done=0;  
		rst=0;
		sh=0;
		add=1;
		status=SHIFT;  
		end
	SHIFT: begin
		done=0;  
		rst=0;
		sh=1;
		add=0;
		if (z==1)  
			status=END1;
		else
			status=CHECK;
		end
	END1: begin
		done =1;  
		rst =0;
		sh =0;
		add =0;
		status =START;
	end
	 default:
		status =START;
	endcase
end
endmodule
==> results.sh <==
# flow metrics
export IMPL_critPathMaxFanout=4
export IMPL_cts_root_buf="clkbuf_8"
export IMPL_synth_area_mm2=0.00110
export IMPL_fmax_mhz=461
export IMPL_rsz0062_at_grt="no"
export IMPL_yosysSeqAreaShare=0.519
export IMPL_drtPass1Iterations=4
export IMPL_period_used=0.434
export IMPL_slowest_delay_ns=0.50
export IMPL_ios=15
export IMPL_report_final_slew_viol_count=0
export IMPL_synth_cell_types=29
export IMPL_rows=31
export IMPL_fin_area_mm2=0.00141
export IMPL_grt_max_degree=21
export IMPL_placed_area_mm2=0.00134
export IMPL_yosys_area_mm2=0.00110
export IMPL_grt_pass1_vias=717
export IMPL_postCtsSetupBuffers=0
export IMPL_antenna_found_initial=0
export IMPL_grt_ovfl_total=0
export IMPL_clk_path_buf_depth=2
export IMPL_die_h_um=106
export IMPL_grt_pass1_wl_mm=3.46
export IMPL_tns_ns=0
export IMPL_clock_sinks=22
export IMPL_gp_congestion=0.799
export IMPL_portBuffers=14
export IMPL_area_growth_pct=28.3
export IMPL_setup_slack_ns=2.83
export IMPL_grt_usage=0.0363
export IMPL_topCellsByArea="edfxtp_1 (35%), dfxtp_1 (16%), mux2_2 (6.1%), ha_1 (5.7%), mux2i_1 (4.6%)"
export IMPL_cp_slowest_cell="clkdlybuf4s50_1"
export IMPL_ys_warn_count=1
export IMPL_start_kind="flop"
export IMPL_viasPerCell=3.55
export IMPL_worst_pin_slew_ns=0.668
export IMPL_num_vias=753
export IMPL_finalSetupViolations=0
export IMPL_status="completed"
export IMPL_cp_top_family="buffers and inverters"
export IMPL_crit_path_cell_trace="clkdlybuf4s50_1"
export IMPL_yosysTopAreaCell="edfxtp_1"
export IMPL_final_util=0.196
export IMPL_fillCellCount=800
export IMPL_die_w_um=106
export IMPL_critPathRequiredTime_ns=4.00
export IMPL_diodes=0
export IMPL_power_density_mw_per_mm2=609
export IMPL_p_leak_nw=0.526
export IMPL_ys_cells=101
export IMPL_clk_pin_slew_ns=0.08
export IMPL_cts_max_level=1
export IMPL_hold_slack_ns=0.500
export IMPL_max_cap_violations=0
export IMPL_dr_first_iter_drc_count=34
export IMPL_hpwl_mm=1.48
export IMPL_finalCriticalPeriod_ns=2.17
export IMPL_yosysTopAreaCellShare=0.355
export IMPL_skew_ns=0.00165
export IMPL_chipArea_mm2=0.0112
export IMPL_numCtsBuffers=3
export IMPL_ys_flops=22
export IMPL_cp_end_kind="primary output"
export IMPL_crit_type="flop to primary output"
export IMPL_cp_num_buf_inv=1
export IMPL_routedWlPerCell_um=9.68
export IMPL_core_area_mm2=0.00721
export IMPL_ant_nets=0
export IMPL_dp_cells=208
export IMPL_avgSynthCellArea_um2=10.9
export IMPL_insertion_delay_ns=0.26
export IMPL_drive_gt1_frac=0.106
export IMPL_power_uw=859
export IMPL_fp_utilization=0.152
export IMPL_worstPathArrival_ns=1.17
export IMPL_stdcell_count=212
export IMPL_finalHoldViolations=0
export IMPL_openroad_warnings=25
export IMPL_hold_path_class="flop to flop"
export IMPL_cts_resized=0
export IMPL_routed_wl_mm=2.05
export IMPL_ir_drop_mv=0.295
export IMPL_place_ws_ns=2.90
export IMPL_synthCells=101
export IMPL_drcViolationCount=0
export IMPL_maxSlewHeadroom=0.554
export IMPL_cts_tree="yes"
export IMPL_cts_hold_buf=0
## cell families after synthesis
logic type,share of synthesized area
buf+inv,0.0250
compound gates,0.0739
flops,0.519
mux,0.107
xor+xnor,0.0319
simple gates,0.168
fa+ha+maj,0.0751
## synth_stat cells, drive strengths merged
library cell	instances
fa	1
buf	1
or2	1
xor2	2
a31oi	1
o31ai	1
nand3	2
clkbuf	5
and2	5
nor2	13
mux2i	5
edfxtp	13
dfxtp	9
nand2	10
o21ai	3
xnor2	2
mux2	6
a211o	1
ha	5
a211oi	2
or4	1
nor3b	1
nor3	4
a21oi	3
and4b	1
and3	1
inv	1
a2111oi	1
## cell usage in the layout (no fill, tap or decap), types with 2 or more instances in the layout
master	count
ha_1	5
nor3_1	4
edfxtp_1	13
nand2_1	10
nor2_1	13
dfxtp_1	9
a21oi_1	3
xor2_1	2
and2_1	5
o21ai_0	3
mux2_2	6
xnor2_1	2
mux2i_1	5
clkbuf_8	3
clkdlybuf4s50_1	14
nand3_1	2
## final cells by class
| cell class | instances | area, um2 | area share |
|---|---|---|---|
| clock inverters | 1 | 30.0 | 0.0213 |
| inverters | 1 | 3.75 | 0.00266 |
| well taps | 99 | 124 | 0.0878 |
| repair buffers | 14 | 140 | 0.0993 |
| flip-flops and latches | 22 | 571 | 0.404 |
| multi-input cells | 72 | 502 | 0.355 |
| clock buffers | 3 | 41.3 | 0.0293 |
## per-layer routing
layer	vias up	share of wire	GRT usage
met5	-	0	0
met4	0	0	0.00387
li1	387	-	-
met2	19	0.41	0.0526
met3	0	0.053	0.0122
met1	347	0.54	0.0533
## worst register-to-register path, delay by kind of cell (launching register included)
family | cells | cell delay (ns)
AND-OR/OR-AND | 2 | 0.34
adder cells (fa/ha/maj) | 1 | 0.33
AND/OR/NAND/NOR | 2 | 0.65
flip-flops | 1 | 0.45
## path summary, 6_finish.rpt
check / startpoint / end / slack, ns / depth (start not counted)
setup / recovery: pp[1] / pp[1] / 2.83 / 1
setup reg to reg: A[1] / pp[5] / 3.13 / 5
hold reg to reg: pp[4] / pp[4] / 0.50 / 2
hold / removal: pp[4] / pp[4] / 0.50 / 2
## where the power goes
part | switching (mW) | internal, mW
Combinational | 0.122 | 0.166
Sequential | 0.101 | 0.303
Clock | 0.0591 | 0.107
## sequential cells by signal, indices dropped and copies added (netlist names)
| signal | cells |
|---|---|
| A | 6 |
| B | 3 |
| add | 1 |
| done | 1 |
| pp | 6 |
| rst | 1 |
| sh | 1 |
| status | 3 |
Power is estimated from default activity; no workload was simulated.
